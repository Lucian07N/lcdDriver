==> /design/flow/constraint.sdc <==
current_design ipu_etapa5

set clk_period 4.8
set clk_io_pct 0.2

create_clock -name clk0 -period $clk_period [get_ports {clk}]

set non_clock_inputs [all_inputs -no_clocks]
set_input_delay [expr $clk_period * $clk_io_pct] -clock clk0 $non_clock_inputs
set_output_delay [expr $clk_period * $clk_io_pct] -clock clk0 [all_outputs]
==> /design/flow/config.mk <==
export PLATFORM = sky130hd
export DESIGN_NAME = ipu_etapa5
export DESIGN_NICKNAME = ipu_etapa5
export VERILOG_FILES = /design/flow/design.v
export SDC_FILE = /design/flow/constraint.sdc
export NUM_CORES = 4
export LEC_CHECK = 1
export CORE_UTILIZATION = 30
==> /design/flow/design.v <==
module ipu_etapa5(
input	clk     ,	 
input	reset   ,	 
input   switch1  ,	 
input   switch2  ,	 
output  [3:0]   db      ,
output          lcd_e   ,   
output			lcd_rs  ,   
output 			lcd_rw_n    
);
wire [2:0]   imgProc_out;
wire          rq;
wire          ack;
wire 		  lcd_row;
wire [6:0]    lcd_column;
wire [7:0]    lcd_char;
lcdDriver lcdDrv(
.clk          (clk             ), 
.rst          (reset           ), 
.rq           (rq              ), 
.ack          (ack             ), 
.lcd_row      (lcd_row         ), 
.lcd_column   (lcd_column      ), 
.lcd_character(lcd_char        ), 
.lcd_e        (lcd_e           ),     
.lcd_rs       (lcd_rs		   ), 
.lcd_rw_n     (lcd_rw_n		   ), 
.db           (db			   )  
);
regFile regF(
.clk          (clk             ), 
.rst          (reset           ), 
.ack_lcd      (ack             ), 
.rq_lcd       (rq              ), 
.lcd_row      (lcd_row         ), 
.lcd_column   (lcd_column      ), 
.lcd_char     (lcd_char        )  
);
endmodule   
module lcdDriver(
input		    clk               ,    
input		    rst           ,    
input		    rq                ,
output		  ack               ,
input		    lcd_row           ,
input[5:0]	lcd_column        ,
input[7:0]	lcd_character     ,
output		  lcd_e             ,
output		  lcd_rs            ,
output		  lcd_rw_n          ,
output[3:0]	db  
);	
wire		      rqPwup          ;
wire		      ackNibble       ;
wire		      rqByte          ;
wire		      rqRsByte        ;
wire		      rqRwByte       ;
wire[3:0]	    rqDataByte      ;
wire[17:0]	  rqDelByte       ;
wire		      rqRsPwr         ;
wire		      rqRwPwr	        ;
wire[3:0]	    rqDataPwr       ;
wire[17:0]	  rqDelPwr        ;
wire		      powerUp         ;
wire          ack_send_byte   ;
wire          ack_power_up    ;
wire          rq_send_nibble  ;
wire 		      rqRs	          ;
wire 		      rqRw	          ;
wire [3:0]	  rqData          ;
wire [17:0]   rqDel           ;
assign  ack_send_byte   =  ~powerUp & ackNibble             ;
assign  ack_power_up    =   powerUp & ackNibble             ;
assign  rq_send_nibble  =   powerUp ? rqPwup    : rqByte    ;
assign  rqRs		        =   powerUp ? rqRsPwr   : rqRsByte  ;
assign  rqRw		        =   powerUp ? rqRwPwr   : rqRwByte  ;
assign  rqData	        =   powerUp ? rqDataPwr : rqDataByte;
assign  rqDel 	        =   powerUp ? rqDelPwr  : rqDelByte ;
lcdSendByte UlcdSendByte(
	.clk_i		(clk		                ),
	.reset_i	(rst	                    ),
	.rq_o		(rqByte	                    ),
	.ack_i		(ack_send_byte              ),
	.rqRs_o		(rqRsByte	                ),
	.rqRw_o		(rqRwByte	                ),
	.rqData_o	(rqDataByte	                ),
	.rqDel_o	(rqDelByte	                ),
	.powerUp_i  (powerUp	                    ),
	.rq_i		  (rq		                  ),
	.ack_o		(ack		                ),
	.ads_i		({lcd_row, lcd_column}  ),
	.char_i		(lcd_character	        )
);
lcdPowerUp UlcdPowerUp(
	.clk_i		(clk		                ),
	.reset_i	(rst	                  ),
	.rq_o       (rqPwup	                ),
	.ack_i		(ack_power_up           ),
	.rqRs_o		(rqRsPwr	              ),
	.rqRw_o		(rqRwPwr	              ),
	.rqData_o	(rqDataPwr	            ),
	.rqDel_o	(rqDelPwr	              ), 
	.powerUp_o(powerUp	              )
);	
lcdSendNibble	UlcdSendNibble(
	.clk_i		(clk		                ),
	.reset_i	(rst	                  ),
	.rq_i		  (rq_send_nibble         ),
	.ack_o		(ackNibble	            ),	
	.rqRs_i		(rqRs	                  ),
	.rqRw_i		(rqRw	                  ),
	.rqData_i	(rqData                 ),
	.rqDel_i	(rqDel                  ),
	.lcdE_o		(lcd_e		              ),
	.lcdRs_o	(lcd_rs	                ),
	.lcdRw_o	(lcd_rw_n	              ),
	.lcdData_o(db	                    )
);			
endmodule  
module lcdPowerUp(
input		      clk_i       ,
input		      reset_i     ,
output reg		rq_o        ,
input		      ack_i       ,
output		    rqRs_o      ,
output		    rqRw_o      ,
output[3:0]	  rqData_o    ,
output[17:0]	rqDel_o     ,
output reg		powerUp_o   
);
localparam	noCmd_p       = 12        ;
localparam	noPwrUpCnt_p  = 4_150_000 ;  
reg[23:0]	            powerUpCnt          ; 
reg		                workProgress        ;
reg[3:0]	            crtIdx              ;
wire[(1+1+4+18)-1:0] powerUpCmd[noCmd_p:0];
wire[(1+1+4+18)-1:0] crtCmd               ;
assign powerUpCmd[0] = {2'b00, 4'b0011, 18'd205000};	
assign powerUpCmd[1] = {2'b00, 4'b0011, 18'd5000};
assign powerUpCmd[2] = {2'b00, 4'b0011, 18'd2000};
assign powerUpCmd[3] = {2'b00, 4'b0010, 18'd2000};
assign powerUpCmd[4] = {2'b00, 4'b0010, 18'd50};
assign powerUpCmd[5] = {2'b00, 4'b1000, 18'd2000};
assign powerUpCmd[6] = {2'b00, 4'b0000, 18'd50};
assign powerUpCmd[7] = {2'b00, 4'b0110, 18'd2000};
assign powerUpCmd[8] = {2'b00, 4'b0000, 18'd50};
assign powerUpCmd[9] = {2'b00, 4'b1100, 18'd2000};
assign powerUpCmd[10] = {2'b00, 4'b0000, 18'd50};
assign powerUpCmd[11] = {2'b00, 4'b0001, 18'd82000};
assign powerUpCmd[12] = {2'b00, 4'b0000, 18'd0};
always @(posedge clk_i or posedge reset_i)
if (reset_i)	crtIdx <= 'b0; else
if (ack_i)	  crtIdx <= crtIdx + 1;
assign crtCmd = powerUpCmd[crtIdx];
assign rqRs_o   = crtCmd[23]    ;
assign rqRw_o   = crtCmd[22]    ;
assign rqData_o = crtCmd[21:18] ;
assign rqDel_o  = crtCmd[17:0]  ;
always @(posedge clk_i or posedge reset_i)
if (reset_i)			                    rq_o <= 1'b0; else
if (ack_i) 				                    rq_o <= 1'b0; else
if ((crtIdx<noCmd_p) & workProgress)	rq_o <= 1'b1;
always @(posedge clk_i or posedge reset_i)
if (reset_i)				                  powerUp_o <= 1'b1; else
if (ack_i & (crtIdx == (noCmd_p-1)))	powerUp_o <= 1'b0;
always @(posedge clk_i or posedge reset_i)
if (reset_i)		powerUpCnt <= noPwrUpCnt_p; else
                powerUpCnt <= powerUpCnt - 1;
always @(posedge clk_i or posedge reset_i)
if (reset_i)		        workProgress <= 1'b0; else
if (powerUpCnt == 'b0)	workProgress <= 1'b1;
endmodule  
module lcdSendNibble(
input		            clk_i       ,
input		            reset_i     ,
input		            rq_i        ,
output reg		      ack_o       ,
input		            rqRs_i      ,
input		            rqRw_i      ,
input[3:0]	        rqData_i    ,
input[17:0]	        rqDel_i     ,
output reg 	        lcdE_o      ,
output reg	        lcdRs_o     ,
output reg		      lcdRw_o     ,
output	reg  [3:0]   lcdData_o
);
reg[14:0]	    shReg       ;
reg		        reR         ;
reg		        startBreak  ;
reg[17:0]	    countBreak  ;
always @(posedge clk_i or posedge reset_i)
if (reset_i)	    reR <= 1'b0; else
                  reR <= rq_i;
always @(posedge clk_i or posedge reset_i)
if (reset_i)	    shReg <= 'b0; else
if (rq_i & ~reR)  shReg <= 'b1; else		 
                  shReg <= (shReg << 1);
always @(posedge clk_i or posedge reset_i)
if (reset_i)	    startBreak <= 1'b0; else
                  startBreak <= shReg[14];
always @(posedge clk_i or posedge reset_i)
if (reset_i)	    lcdE_o <= 1'b0; else
                  lcdE_o <=(|shReg[13:2]);
always @(posedge clk_i or posedge reset_i)
if (reset_i)	    lcdRs_o <= 1'b0; else
                  lcdRs_o <=(|shReg[14:0]) & rqRs_i;
always @(posedge clk_i or posedge reset_i)
if (reset_i)	    lcdRw_o <= 1'b0; else
                  lcdRw_o <=(|shReg[14:0]) & rqRw_i;
always @(posedge clk_i or posedge reset_i)
if (reset_i)		  lcdData_o <= 4'b0; else
if (|shReg[14:0])	lcdData_o <= rqData_i; else
                  lcdData_o <= 4'b0; 
always @(posedge clk_i or posedge reset_i)
if (reset_i)		  countBreak <= 'd0; else
if (startBreak)		countBreak <= rqDel_i; else
if (|countBreak)  countBreak <= countBreak - 1;
always @(posedge clk_i or posedge reset_i)
if (reset_i)		  ack_o <= 1'b0; else
                  ack_o <= (countBreak == 'd1);
endmodule  
module lcdSendByte  (
input		            clk_i     ,
input		            reset_i   ,
output	reg         rq_o      ,
input		            ack_i     ,
output	            rqRs_o    ,
output	            rqRw_o    ,
output[3:0]	        rqData_o  ,
output[17:0]	      rqDel_o   ,
input		            powerUp_i ,
input		            rq_i      ,
output reg	        ack_o     ,
input[6:0]	        ads_i     ,
input[7:0]	        char_i    
);
localparam	noCmd_p = 4 ;
wire[(1+1+4+18)-1:0]  charCmd[noCmd_p:0];	 
wire[(1+1+4+18)-1:0]  crtCmd            ;
reg[2:0]	            crtIdx            ;
assign charCmd[0] = {2'b00, 1'b1, ads_i[6:4], 18'd30};	
assign charCmd[1] = {2'b00, ads_i[3:0], 18'd2000};
assign charCmd[2] = {2'b10, char_i[7:4], 18'd30};
assign charCmd[3] = {2'b10, char_i[3:0], 18'd2000};
assign charCmd[4] = {2'b00, 4'b0, 18'd0};
always @(posedge clk_i or posedge reset_i)
if (reset_i)		        crtIdx <= 'b0; else
if (ack_i)		          crtIdx <= crtIdx + 1; else
if (crtIdx == noCmd_p)	crtIdx <= 'b0; 
assign crtCmd = charCmd[crtIdx];
assign rqRs_o   = crtCmd[23]    ;
assign rqRw_o   = crtCmd[22]    ;
assign rqData_o = crtCmd[21:18] ;
assign rqDel_o  = crtCmd[17:0]  ;
always @(posedge clk_i or posedge reset_i)
if (reset_i)			              rq_o <= 1'b0; else
if (ack_i) 			                rq_o <= 1'b0; else
if (~powerUp_i & rq_i & ~ack_o)	rq_o <= 1'b1;
always @(posedge clk_i or posedge reset_i)
if (reset_i)	  ack_o <= 1'b0; else
                ack_o <= ack_i & (crtIdx == (noCmd_p-1));
endmodule  
module regFile(
input        	  clk             , 
input        	  rst             , 
input        	  ack_lcd         , 
output reg  	  rq_lcd          , 
output reg  	  lcd_row         , 
output reg [5:0]  lcd_column      , 
output reg [7:0]  lcd_char          
);
reg  [3:0]	cnt;
always @(posedge clk or posedge rst)
	if (rst) cnt <= 4'b0000; else
	if (ack_lcd)  cnt <= cnt + 1;  
always @(posedge clk or posedge rst)
	if(rst) rq_lcd <= 1'b0; else
    if(ack_lcd) rq_lcd <= 1'b0; else 
	    rq_lcd <= 1'b1;
always @(posedge clk or posedge rst)
    if(rst)      lcd_row <= 1'b0; else 
		 lcd_row <= 1'b1;
always @(posedge clk or posedge rst)	
    if(rst) lcd_column <= 6'b00_0000;	else
		case(cnt)
		    4'b0001: lcd_column <= 6'b00_0001;
			4'b0010: lcd_column <= 6'b00_0010;
			4'b0011: lcd_column <= 6'b00_0011;
			4'b0100: lcd_column <= 6'b00_0100;
			4'b0101: lcd_column <= 6'b00_0101;
			4'b0110: lcd_column <= 6'b00_0110;
			default: lcd_column <= 6'b00_0000;
		endcase
always @(posedge clk or posedge rst)	
    if(rst) lcd_char <= 8'b0000_0000;	else	
	    case(lcd_column)
			6'b000001: lcd_char <= 8'b0100_1100;
			6'b000010: lcd_char <= 8'b0111_0101;
			6'b000011: lcd_char <= 8'b0110_0011;
			6'b000100: lcd_char <= 8'b0110_1001;
			6'b000101: lcd_char <= 8'b0110_0001;
			6'b000110: lcd_char <= 8'b0110_1110;
			default: lcd_char <= 8'b0010_0000;
		endcase
endmodule  
==> /design/flow/run.sh <==
#!/bin/bash
# OpenROAD 26Q1-2900-gdf79404cd8, Yosys 0.63+post, stock flow scripts
make -C /OpenROAD-flow-scripts/flow DESIGN_CONFIG=/design/flow/config.mk WORK_HOME=/design/flow/orfs finish
==> run summary <==
flow finished, numbers: site row count 44, post-CTS sizing 0, Longest Clk Path Bufs 2, Top non-seq family simple AND/OR/NAND/NOR gates, Avg Inst Size Synth around 11 um^2, Overall Power 1.521 mW, CP Class register to register, DR vias about 3.1k, Synth area leaders dfrtp_1, dfstp_2, ha_1, vias in the first global route 3,107, Critical Path Source Type register, CTS clk-pin slew, worst paths roughly 70 ps, HP Class register to register, cell chain of the critical path inv_1 > ha_1 > or4b_1 > nor3_2 > and2_1 > o32ai_1, worst hold-check slack roughly 390 ps, # hold bufs at CTS 0, Avg WL per Cell 13.51 um, share of layout cells above drive strength 1 between 10% and 20%, pin count of the biggest net entering global routing 53, Design Area, Final 5131 um^2, DP Area 4832 um^2, Place WS 2089 ps, 1st-pass router iterations 4, outcome finished, final reports clean, Starting DRT DRC Count 174, Rel. slew slack 49.78%, Root Driver clkbuf_16, RSZ-0062 raised after global routing false, yosys simple share 19.96%, Seq cells post-synth 94, post-CTS setup buffer count 0, sequential element share of the synthesized area 51.57%, post-synthesis cell count 433, # setup viols final 0, Slew @ Worst Pin 752.4 ps, # Max-Cap Violations 0, setup ws final 2005 ps, Post-Syn Area 4596 um^2, skew final 5.667 ps, Slowest-stage cell, CP or4b_1, Post-DP HPWL 5434 um, IO Pins 11, CP endpoint kind register, aoi share 10.97%, port bufs 7, yosys adder share between 4 and 5%, OpenROAD warnings 38, global-route wire length before repair roughly 15,000 um, clk sink count 94, Worst EP required 5000 ps, die area ~16,000 um^2, number of diodes 0, Late-Pin Clk Latency 340 ps, TritonCTS Buffers 9, Post-synth EDFFs 0, ys async rst share 100.0%, synth warn 6, Hold Vio Cnt, Final 0, Max Freq 357.8 MHz, Syn-to-layout area delta 11.65%, initial antenna violation count 0, # DRC 0, Final TNS setup 0 ps, leak pwr 2.190 nW, Peak VDD IR 0.1641 mV, Tot GR Track Use a little under an eighth, WL final between 8000 and 9000 um, remaining antenna violation count 0, Via density between 4 and 5, fp_density 31.15%, Area leader share 43.56%, GP Congestion 0.8202, core area 14,750 um^2, PD cells 296.3 nW/um^2, GRT overflow 0, CTS tree done, Post-synth top flop dfrtp_1, crit path DAT 2990 ps, H-tree depth 3, Final period util 58.23%, Synth area leader dfrtp_1, post-route minimum period 2795 ps, Die Wd 125.8 um, Die Y 125.8 um, Mux area share 2.341%, area reported by Yosys stat 4596 um^2, critical path peak fanout 11, final tally of max-slew violations 0, # Cells Yosys 433, XOR Share, Synth 6.670%, Critical Path Max Stage Delay 660 ps, Synth cell types 62
[cells by family after synthesis]
family,count (synthesis)
buffers and inverters,42
adder cells (fa/ha/maj),17
flip-flops,94
AND-OR/OR-AND,71
other,2
multiplexers,10
AND/OR/NAND/NOR,162
XOR/XNOR,35
[area by class of cell]
cell class / count / area (um^2)
fill: 1428 / 9623
sequential: 94 / 2370
multi-input combinational: 297 / 2056
tap: 184 / 230.2
clock buffer: 10 / 229.0
timing repair buffer: 11 / 100.1
inverter: 20 / 76.32
clock inverter: 6 / 70.07
[metrics by stage]
| step | instances | utilization (%) |
|---|---|---|
| floorplan | 433 | - |
| finish | 622 | 34.78 |
| global placement | 606 | 32.75 |
| CTS | 622 | 34.78 |
| detailed placement | 606 | 32.75 |
| global route | 622 | 34.78 |
[per-layer routing]
layer  wire (um)  global-route usage (%)
met1        4398                   18.91
met2        3668                   17.55
met3         237                   2.078
met4         100                   1.063
met5           0                       0
[cell usage in the layout (no fill, tap or decap), drive strengths merged, types with 16 or more instances in the layout]
cell type,instances
a21oi,20
nor4,16
xor2,17
xnor2,18
ha,17
nor3,17
nand2,20
dfrtp,80
nor2,33
inv,20
nor2b,22
[report_power, final]
part / total, mW / switching, mW / internal [mW]
clock: 0.711 / 0.304 / 0.406
sequential: 0.793 / 0.000114 / 0.793
combinational: 0.0168 / 0.0154 / 0.00147
total: 1.52 / 0.320 / 1.20
[critical path, delay by kind of cell (launching register included)]
| kind | cells | cell delay (ps) |
|---|---|---|
| AND/OR/NAND/NOR | 3 | 1710 |
| flip-flops | 1 | 440 |
| adder cells (fa/ha/maj) | 1 | 230 |
| AND-OR/OR-AND | 1 | 180 |
| buffers and inverters | 1 | 90 |
[path summary, 6_finish.rpt]
check / start / to / slack [ps] / depth (start not counted)
min in group asynchronous: reset / lcdDrv.UlcdPowerUp.powerUpCnt[0] / 1060 / 2
worst min register to register: lcdDrv.UlcdSendNibble.shReg[14] / lcdDrv.UlcdSendNibble.startBreak / 390 / 0
max in group asynchronous: reset / lcdDrv.UlcdPowerUp.powerUpCnt[10] / 2620 / 3
worst max-delay path: lcdDrv.UlcdSendNibble.countBreak[0] / lcdDrv.UlcdSendNibble.countBreak[4] / 2010 / 6
worst min-delay path: lcdDrv.UlcdSendNibble.shReg[14] / lcdDrv.UlcdSendNibble.startBreak / 390 / 0
worst max register to register: lcdDrv.UlcdSendNibble.countBreak[0] / lcdDrv.UlcdSendNibble.countBreak[4] / 2010 / 6
[sequential cells by signal, summed over array words and instances (netlist names), 4 cells and up]
name,cells
lcdDrv.UlcdSendNibble.lcdData_o,4
lcdDrv.UlcdPowerUp.powerUpCnt,24
lcdDrv.UlcdSendNibble.shReg,15
regF.lcd_char,7
lcdDrv.UlcdPowerUp.crtIdx,4
regF.cnt,4
lcdDrv.UlcdSendNibble.countBreak,18
[Yosys cell counts, drive strengths merged, types with 4 or more instances]
library cell,number
dfrtp,80
nor2,33
nor2b,22
a21oi,20
inv,20
nand2,20
clkbuf,18
xnor2,18
ha,17
nor3,17
xor2,17
nor4,16
dfstp,14
or4,10
nand3,9
o31ai,7
mux2,6
o21ai,6
a211oi,5
or3,5
a22o,4
and3b,4
buf,4
mux2i,4
nand2b,4
nand3b,4
Power figures rest on the tool's default switching activity, not on a simulated workload.
